==> /design/flow/design.v <==
`timescale 1ns/1ns
module multiplier3
  #( parameter nb =8
  )
(
  input clk,
  input start,
  input [nb -1 :0] A,
  input [nb -1 :0] B,
  output reg signed [2 * nb - 1:0] Product,
  output ready
  );
  reg [nb - 1:0] counter;
  wire [nb:0] s;
  wire Cout;
  wire [nb:0] mux;
  reg [nb - 1 :0] BB;
  assign mux = Product[0] ? {BB[nb - 1],BB} : {(nb + 1){1'b0}};
  assign s = (counter != nb - 1) ? ({Product[2*nb - 1],Product[2*nb - 1:nb]} + mux) : ({Product[2 * nb - 1],Product[2 * nb - 1: nb]} + ~ mux + 1)  ;
  assign ready = (counter == nb);
  always@(posedge clk)
    if(start) begin
      counter <= {nb{1'b0}};
      BB <= B;
      Product[nb - 1:0] <= A;
      Product [2 * nb - 1:nb] <= {nb{1'b0}};
    end
    else if (! ready ) begin
      counter <= counter + 1;
      Product [nb - 2:0] <= Product [nb - 1:1];
      Product [2 * nb - 1: nb - 1] <= s ;
    end
endmodule
==> /design/flow/run.sh <==
#!/bin/bash
# OpenROAD 26Q1-2900-gdf79404cd8, Yosys 0.63+post, stock flow scripts
make -C /OpenROAD-flow-scripts/flow DESIGN_CONFIG=/design/flow/config.mk WORK_HOME=/design/flow/orfs finish
==> /design/flow/config.mk <==
export PLATFORM = sky130hd
export DESIGN_NAME = multiplier3
export DESIGN_NICKNAME = multiplier3
export VERILOG_FILES = /design/flow/design.v
export SDC_FILE = /design/flow/constraint.sdc
export NUM_CORES = 4
export LEC_CHECK = 1
export CORE_UTILIZATION = 40
==> /design/flow/constraint.sdc <==
current_design multiplier3

set clk_period 5.6
set clk_io_pct 0.2

create_clock -name clk0 -period $clk_period [get_ports {clk}]

set non_clock_inputs [all_inputs -no_clocks]
set_input_delay [expr $clk_period * $clk_io_pct] -clock clk0 $non_clock_inputs
set_output_delay [expr $clk_period * $clk_io_pct] -clock clk0 [all_outputs]
==> impl_metrics.csv <==
group,metric,value,unit
run_status,outcome,"finished clean",
critical_path,crit_fanout,14,
logic_synthesis,ys_types,48,
logic_synthesis,top_cell_area_share,23.66,%
critical_path,worst_setup_path_start_kind,"register",
pwr,leakagePower,0.001032,µW
clock_tree,cts_tree,"built",
layout,logic_area,1109,µm²
timing,period_used_share,61.33,%
clock_tree,post_cts_buffers,0,
clock_tree,cts_buffer_depth,2,
logic_synthesis,yosysTopAreaCell,"edfxtp_1",
pwr,p_per_area,277.2,nW/µm²
timing,fin_skew,0.007394,ns
logic_synthesis,ff_type,"edfxtp_1",
logic_synthesis,synth_seq_share,39.43,%
floorplan,die_h,73.25,µm
logic_synthesis,synthTopCellsByArea,"edfxtp_1 (24%), dfxtp_1 (16%), ha_1 (11%), mux2_2 (3.9%), a211oi_1 (3.7%)",
placed_design,gp_congestion,0.9096,
layout,drive_above_1_share,11.25,%
floorplan,core-area,4817,µm²
route,vias_per_cell,5.316,
timing,fin_setup_tns,0,ns
global_routing,antenna_found_initial,0,
critical_path,required,4.48,ns
logic_synthesis,yosysWarnings,1,
pwr,p_total,694.7,µW
logic_synthesis,ys_cells,202,
logic_synthesis,edf_count,16,
logic_synthesis,ys.flops,32,
critical_path,cp-end-kind,"output pin",
route,postRouteAntennaNets,0,
floorplan,rows,25,
layout,num-fill-cells,476,
global_routing,grt_first_pass_wirelength,7182,µm
timing,tightest_slew,0.5073,ns
global_routing,grt.overflow.total,0,
clock_tree,hold_buffers,0,
clock_tree,clk_latency,0.28,ns
global_routing,grt_pass1_vias,1616,
pwr,irDropWorstVdd,139.7,µV
route,dr_total_vias,1632,
hold_path,hold_class,"register to register",
placed_design,io_buffers,34,
route,wire_per_inst,13.50,µm
floorplan,die_w,73.25,µm
global_routing,grt_max_degree,37,
clock_tree,ctsResizeCount,0,
logic_synthesis,synth_area,2031,µm²
floorplan,fp-utilization,42.16,%
route,drt_iter0_drc,112,
critical_path,slowest_delay,0.59,ns
timing,fmax,0.2912,GHz
logic_synthesis,yosys_area,2031,µm²
floorplan,die-area,5366,µm²
timing,slew_violations,0,
run,maxCapViolCount,0,
timing,fin_crit,3.434,ns
route,totalWireLength,4144,µm
timing,rsz0062_at_grt,"no",
critical_path,path_class,"register to output pin",
run,warnings,34,
timing,hold_viol_final,0,
clock_tree,htreeDepth,2,
critical_path,arrival,2.31,ns
floorplan,io_pins,35,
timing,worst_slew_margin_rel,65.75,%
logic_synthesis,top_cell,"ha_1",
clock_tree,clk_pin_slew,0.07,ns
layout,regArea,800.8,µm²
clock_tree,cts_buffers,5,
clock_tree,root_buffer,"clkbuf_8",
route,firstDrtPassIters,4,
logic_synthesis,syn_avg_cell_area,10.05,µm²
logic_synthesis,postSynthCellCount,202,
route,diodes,0,
placed_design,dpl.hpwl,2967,µm
critical_path,worstPathCellList,"or4_4 -> or2_4 -> inv_2 -> clkdlybuf4s50_1",
clock_tree,cts_sinks,32,
critical_path,slowest_stage,"or4_4",
route,drc,0,
logic_synthesis,async_reset_ff_share,0,%
timing,setup_viol,0,
global_routing,track_usage,17.92,%
layout,area_growth_syn_to_layout,23.41,%
logic_synthesis,synthTopCellsByCount,"ha_1 (18), inv_1 (17), dfxtp_1 (16), edfxtp_1 (16), nand2_1 (16)",
[per-stage QoR]
stage                     setup slack, ns  instance area [µm²]  hold slack, ns  util [%]  cells
after floorplan                     3.074                 2031          0.4648         -    202
after global placement              2.474                 2416          0.5037     50.16    299
after detailed placement            2.465                 2416          0.5130     50.16    299
after CTS                           2.154                 2506          0.5231     52.03    307
after global routing                2.079                 2506          0.5591     52.03    307
final                               2.166                 2506          0.5215     52.03    307
[where the power goes]
part	total (µW)	switching [µW]	leakage [µW]	internal (µW)
Clock	183	84.8	0.0000459	98.5
Combinational	212	94.3	0.000691	117
Sequential	300	24.4	0.000295	275
Total	695	204	0.00103	491
[logic make-up (layout without fill, tap and decap cells)]
logic type                 count (synthesis)  count (layout)  synth area share, %
buffers and inverters                     24              62                5.977
AOI/OAI and AO/OA                         44              44                15.28
muxes                                      7               7                3.882
DFF                                       32              32                39.43
and+or+nand+nor                           66              66                18.48
adders and majority gates                 20              20                13.06
xor gates and xnor gates                   9               9                3.882
[sequential cells by signal (all words and copies together) (netlist names)]
signal / count
counter: 8
BB: 8
Product: 16
[placed cells by master (no fill, tap or decap), types with 7 or more instances in the layout]
cell type,n
clkdlybuf4s50_1,34
ha_1,18
inv_1,17
edfxtp_1,16
dfxtp_1,16
nand2_1,16
nor2_1,10
a211oi_1,10
a21oi_1,9
o21ai_0,8
mux2_2,7
nand3_1,7
nor3_1,7
[worst max-delay path: cells and delay by family (launching register included)]
| family | cells | cell delay [ns] |
|---|---|---|
| AND/OR/NAND/NOR | 2 | 0.94 |
| buffers and inverters | 2 | 0.74 |
| flip-flops | 1 | 0.35 |
[worst paths after layout]
kind,from,endpoint,slack [ns],cells after the start
min,counter[1],counter[1],0.52,2
max reg2reg,Product[0],Product[12],2.88,7
min reg2reg,counter[1],counter[1],0.52,2
max,counter[5],ready,2.17,4
[area by class of cell]
cell class | count | share of cell area [%]
repair buffers | 36 | 14.18
clock buffers | 7 | 3.445
multi-input cells | 146 | 44.23
flip-flops and latches | 32 | 31.95
clock inverters | 1 | 0.1498
well taps | 67 | 3.345
inverters | 18 | 2.696
[metal layers]
metal / vias to the layer above / part of all wire (%) / global-route usage, % / wire (µm)
met5: - / 0 / 0 / 0
met4: 0 / 0.60 / 2.397 / 25
met3: 4 / 4.8 / 3.190 / 198
met2: 51 / 46 / 28.50 / 1914
met1: 769 / 48 / 27.49 / 2006
li1: 808 / - / - / -
Power figures rest on the tool's default switching activity, not on a simulated workload.
