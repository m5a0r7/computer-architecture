==> design/flow/design.v <==
`timescale 1ns/1ns
module multiplier1(
   input clk,  
   input start,
   input [7:0] A, 
   input [7:0] B, 
   output reg [15:0] Product,
   output ready
    );
reg [15:0] Multiplicand ;
reg [7:0]  Multiplier;
reg [3:0]  counter;
wire product_write_enable;
wire [15:0] adder_output;
assign adder_output = Multiplicand + Product;
assign product_write_enable = Multiplier[0];
assign ready = counter[3];
always @ (posedge clk)
   if(start) begin
      counter <= 4'h0 ;
      Multiplier <= B;
      Product <= 16'h0000;
      Multiplicand <= {8'h00, A} ;
   end
   else if(! ready) begin
         counter <= counter + 1;
         Multiplier <= Multiplier >> 1;
         Multiplicand <= Multiplicand << 1;
      if(product_write_enable)
         Product <= adder_output;
   end   
endmodule
==> design/flow/run.sh <==
#!/bin/bash
# OpenROAD 26Q1-2900-gdf79404cd8, Yosys 0.63+post, stock flow scripts
make -C /OpenROAD-flow-scripts/flow DESIGN_CONFIG=/design/flow/config.mk WORK_HOME=/design/flow/orfs finish
==> design/flow/config.mk <==
export PLATFORM = sky130hd
export DESIGN_NAME = multiplier1
export DESIGN_NICKNAME = multiplier1
export VERILOG_FILES = /design/flow/design.v
export SDC_FILE = /design/flow/constraint.sdc
export NUM_CORES = 4
export LEC_CHECK = 1
export CORE_UTILIZATION = 30
==> design/flow/constraint.sdc <==
current_design multiplier1

set clk_period 8.9
set clk_io_pct 0.2

create_clock -name clk0 -period $clk_period [get_ports {clk}]

set non_clock_inputs [all_inputs -no_clocks]
set_input_delay [expr $clk_period * $clk_io_pct] -clock clk0 $non_clock_inputs
set_output_delay [expr $clk_period * $clk_io_pct] -clock clk0 [all_outputs]
==> results.sh <==
# implementation run metrics
export IMPL_leakagePower_uw=0.00113
export IMPL_drtIter0Drc=71
export IMPL_ys_seq_share_pct=43.5
export IMPL_syn2layout_area_growth_pct=21.6
export IMPL_warning_count=25
export IMPL_chipArea_um2=8330
export IMPL_yosys_area_top_type="dfxtp_1"
export IMPL_num_rows=32
export IMPL_synth_cells=236
export IMPL_min_path_type="reg -> reg"
export IMPL_top_cells_by_count="dfxtp_1 (28), nand2_1 (24), a21oi_1 (19)"
export IMPL_clock_skew_ns=0.00379
export IMPL_worstPathArrival_ns=1.66
export IMPL_dp_hpwl_mm=3.26
export IMPL_synthFlopType="dfxtp_1"
export IMPL_drc=0
export IMPL_track_usage_pct=11.8
export IMPL_r2r_setup_slack_ns=6.23
export IMPL_async_flop_share_pct=0
export IMPL_drt_pass1_iterations=4
export IMPL_whs_path_depth=2
export IMPL_required_ns=7.12
export IMPL_grt_first_pass_wirelength_mm=7.81
export IMPL_period_needed_ns=3.44
export IMPL_port_buffers=34
export IMPL_io_pin_count=35
export IMPL_r2r_start="Multiplicand[0]"
export IMPL_die_y_um=91.3
export IMPL_vias=1804
export IMPL_cts_repair_resized=0
export IMPL_cpLargestDelayFamily="flip-flops"
export IMPL_cts_buffers=5
export IMPL_clk_pin_slew_ns=0.08
export IMPL_synth_flops=44
export IMPL_yosysUniqueCellTypes=42
export IMPL_cts_sinks=44
export IMPL_ys_warn_count=1
export IMPL_fmax_mhz=290
export IMPL_edf_count=16
export IMPL_dieWidth_um=91.3
export IMPL_grt_pass1_vias=1686
export IMPL_maxCapViolations=0
export IMPL_fp_util_pct=30.9
export IMPL_status="completed"
export IMPL_critical_path_buf_inv_count=1
export IMPL_holdBufCountCts=0
export IMPL_cts_root_buf="clkbuf_8"
export IMPL_relSlewSlack_pct=44.8
export IMPL_path_cells="clkdlybuf4s50_1"
export IMPL_drt_antenna_violating_nets=0
export IMPL_n_antenna_cell=0
export IMPL_viasPerCell=4.88
export IMPL_post_cts_setup_buffers=0
export IMPL_cts_tree="yes"
export IMPL_cp_slowest_cell="dfxtp_1"
export IMPL_layout_drive_gt1_share_pct=10.1
export IMPL_ys_cells=236
export IMPL_powerDensity_nw_per_um2=167
export IMPL_antenna_found_initial=0
export IMPL_cp_end_kind="primary output"
export IMPL_syn_avg_cell_area_um2=10.1
export IMPL_startpoint="counter[3]"
export IMPL_clock_latency_ns=0.29
export IMPL_r2r_cells=8
export IMPL_vdd_ir_drop_max_uv=88.2
export IMPL_yosysTopAreaCellShare_pct=23.4
export IMPL_coreArea_um2=7730
export IMPL_final_cells=370
export IMPL_setup_violations_final=0
export IMPL_grt_setup_unrepaired="no"
export IMPL_htree_levels=2
export IMPL_start_kind="flip-flop"
export IMPL_syn_area_um2=2390
export IMPL_critPathMaxFanout=16
export IMPL_critPathMaxStageDelay_ns=0.78
export IMPL_top_cells_by_area="dfxtp_1 (23%), edfxtp_1 (20%), ha_1 (8.4%)"
export IMPL_hold_viol=0
export IMPL_total_power_uw=486
export IMPL_rr_endpoint="Product[12]"
export IMPL_grt_start_max_net_pins=53
export IMPL_slew_violations=0
export IMPL_fin_tns_setup_ns=0
export IMPL_place_inst=362
export IMPL_hold_end="Product[8]"
export IMPL_worstMarginPinSlew_ns=0.827
export IMPL_finalCritPeriodShare_pct=38.7
export IMPL_gp_congestion=0.828
export IMPL_overflow=0
export IMPL_yosysChipArea_um2=2390
export IMPL_routed_wl_mm=4.65
export IMPL_clockBufferDepth=2
export IMPL_crit_type="reg -> out"
export IMPL_min_from="Product[8]"
export IMPL_wl_per_cell_um=12.6
export IMPL_most_common_cell="dfxtp_1"
[registers in the layout, indices dropped and copies added (netlist names)]
signal        count
Multiplicand     16
Multiplier        8
counter           4
Product          16
[power breakdown]
part	total, uW	switching (uW)	internal, uW	leakage, uW
Combinational	123	58.4	64.8	0.000688
Sequential	241	13.5	227	0.000402
Clock	122	68.0	54.5	0.0000388
Total	486	140	347	0.00113
[final cells by class]
cell class / instances / area, um2
tap: 102 / 128
timing repair buffer: 36 / 350
multi-input combinational: 180 / 1310
clock inverter: 2 / 11.3
clock buffer: 6 / 72.6
fill: 771 / 4820
sequential: 44 / 1040
[metal layers]
metal	vias up	GRT usage (%)	routed length (um)
met5	-	0	0
met3	5	2.64	200
met4	0	1.59	63
met2	28	17.9	2080
met1	833	18.1	2310
li1	938	-	-
[through the flow]
stage	utilization (%)	hold slack, ns	cell area [um2]	setup WS [ns]
2_1_floorplan	-	0.436	2390	5.80
3_3_place_gp	36.5	0.472	2820	5.54
3_5_place_dp	36.5	0.473	2820	5.52
4_1_cts	37.6	0.485	2910	5.41
5_1_grt	37.6	0.509	2910	5.34
6_report	37.6	0.479	2910	5.46
[cells by family after synthesis]
group                      Yosys count  synth area share [%]
adders and majority gates           17                  9.21
muxes                               26                  11.6
xor gates and xnor gates             9                  3.30
buffers and inverters               12                  1.88
and+or+nand+nor                     71                  14.5
AOI/OAI and AO/OA                   57                  15.9
DFF                                 44                  43.5
[worst max path at each step]
stage / to / slack (ns) / cells past startpoint
6_report: ready / 5.46 / 1
4_1_cts: ready / 5.41 / 1
5_1_grt: ready / 5.34 / 1
[cell usage in the layout (no fill, tap or decap), drive strengths merged, types with 2 or more instances in the layout]
master	count
nor2	15
a21o	8
o21ai	8
a31oi	3
clkbuf	6
a211o	2
mux2i	12
nand4	2
nand2b	2
nor3	4
dfxtp	28
buf	3
and3	2
nand3	6
nor2b	3
mux2	14
clkdlybuf4s50	33
o211ai	3
o21bai	2
nor3b	2
a211oi	4
xnor2	7
nand2	24
xor2	2
o31ai	2
edfxtp	16
and2	3
a21oi	19
ha	16
nand3b	4
Power is estimated from default activity; no workload was simulated.
